==> /design/flow/design.v <==
module INITIAL_MODULE
(
    input       clk             ,
    input       rst_i           ,
    output  [39:0]  btb_init    ,
    output  [7:0]   btb_addr    ,
    output  [1:0]   bht_init    ,
    output  [7:0]   bht_addr    ,
    output  [31:0]  reg_init    ,    
    output  [4:0]   reg_addr    ,
    output  [31:0]  mem_init    ,    
    output  [31:0]  mem_addr
);
    reg [31:0] 	register_file [0:31];
    reg [31:0]  btb [0:255];
    reg [1:0]   bht [0:255];
    reg [31:0]  mem [0:26];
    reg [31:0]  mem_init;
    reg [7:0] btb_addr_r;
    always @ (posedge clk)
    begin
        if (rst_i)
        begin
            btb_addr_r <= 8'b0;
        end
        else if (btb_addr_r <= 8'd255)
        begin
            btb[btb_addr_r] <= 40'b0;
            btb_addr_r <= btb_addr_r + 1;
        end
        else 
        begin
            btb_addr_r <= 8'b0;
        end
    end
    assign btb_init = btb[btb_addr_r];
    assign btb_addr = btb_addr_r;
    reg [7:0] bht_addr_r;
    always @ (posedge clk)
    begin
        if (rst_i)
        begin
            bht_addr_r <= 8'b0;
        end
        else if (bht_addr_r <= 8'd255)
        begin
            bht[bht_addr_r] <= 2'b0;
            bht_addr_r <= bht_addr_r + 1;
        end
        else 
        begin
            bht_addr_r <= 8'b0;
        end
    end
    assign bht_init = bht[bht_addr_r];
    assign bht_addr = bht_addr_r;
    reg [4:0] reg_addr_r;
    always @ (posedge clk)
    begin
        if (rst_i)
        begin
            reg_addr_r <= 5'b0;
        end
        else if (reg_addr_r <= 8'd255)
        begin
            register_file[reg_addr_r] <= reg_addr;
            reg_addr_r <= reg_addr_r + 1;
        end
        else
        begin
            reg_addr_r <= 5'b0;
        end
    end
    assign reg_init = register_file[reg_addr_r];
    assign reg_addr = reg_addr_r;
    reg [4:0] mem_addr_r;
    always @ (posedge clk)
    begin
        if (rst_i) begin
            mem_addr_r <= 5'b0;
        end
        else if (mem_addr_r <= 5'd26) begin
            case(mem_addr_r)
                5'd0 : mem_init <= 9;
                5'd1 : mem_init <= 8;
                5'd2 : mem_init <= 7;
                5'd3 : mem_init <= 6;
                5'd4 : mem_init <= 5;
                5'd5 : mem_init <= 4;
                5'd6 : mem_init <= 3;
                5'd7 : mem_init <= 2;
                5'd8 : mem_init <= 1;
                5'd9 : mem_init <= 1;
                5'd10 : mem_init <= 2;
                5'd11 : mem_init <= 3;
                5'd12 : mem_init <= 4;
                5'd13 : mem_init <= 5;
                5'd14 : mem_init <= 6;
                5'd15 : mem_init <= 7;
                5'd16 : mem_init <= 8;
                5'd17 : mem_init <= 9;
                5'd18 : mem_init <= 0;
                5'd19 : mem_init <= 0;
                5'd20 : mem_init <= 0;
                5'd21 : mem_init <= 0;
                5'd22 : mem_init <= 0;
                5'd23 : mem_init <= 0;
                5'd24 : mem_init <= 0;
                5'd25 : mem_init <= 0;
                5'd26 : mem_init <= 0;
            endcase
            mem_addr_r <= mem_addr_r + 1;
        end
        else begin
            mem_addr_r <= 5'b0;
        end
    end
    assign mem_addr = {27'b0, mem_addr_r};
endmodule
==> /design/flow/run.sh <==
#!/bin/bash
# OpenROAD 26Q1-2900-gdf79404cd8, Yosys 0.63+post, stock flow scripts
make -C /OpenROAD-flow-scripts/flow DESIGN_CONFIG=/design/flow/config.mk WORK_HOME=/design/flow/orfs finish
==> /design/flow/config.mk <==
export PLATFORM = sky130hd
export DESIGN_NAME = INITIAL_MODULE
export DESIGN_NICKNAME = INITIAL_MODULE
export VERILOG_FILES = /design/flow/design.v
export SDC_FILE = /design/flow/constraint.sdc
export NUM_CORES = 4
export LEC_CHECK = 1
export CORE_UTILIZATION = 50
export SYNTH_MEMORY_MAX_BITS = 65536
==> /design/flow/constraint.sdc <==
current_design INITIAL_MODULE

set clk_period 7.9
set clk_io_pct 0.2

create_clock -name clk0 -period $clk_period [get_ports {clk}]

set non_clock_inputs [all_inputs -no_clocks]
set_input_delay [expr $clk_period * $clk_io_pct] -clock clk0 $non_clock_inputs
set_output_delay [expr $clk_period * $clk_io_pct] -clock clk0 [all_outputs]
==> out/metrics.csv <==
stage,metric,value,unit
run_status,outcome,finished clean,
sta,tns,0,ns
min_path,hold_class,register to register,
synth,synthCells,642,
route,num_vias,4595,
clocking,cts_root_buf,clkbuf_16,
synth,top_cell_area_share,56.45,%
synth,postSynthSeqShare,62.42,%
critical_path,rrSetupSlack,5.46,ns
route,first_pass_iters,5,
die,die-area,17980,um2
global_route,grt_max_degree,60,
die,rows,47,
die,die-width,134.1,um
route,final_antenna_net_count,0,
global_route,grt_pass1_vias,4163,
route,drc,0,
min_path,worstHoldPathCells,1,
synth,synth_cell_types,47,
clocking,clock-sinks,190,
critical_path,r2r_start,reg_addr_r[0],
critical_path,cp_max_fo,52,
synth,synth_area_per_cell,13.59,um2
die,core_area,16820,um2
pwr,power_density,216.5,nW/um2
clocking,postCtsSetupRepairBufs,0,
min_path,min_from,btb_addr_r[0],
pwr,p_leak,3.359,nW
finish,finalInstanceArea,9329,um2
global_route,track_usage,18.07,%
critical_path,cp.arrival,3.32,ns
clocking,cts_tree,done,
route,diodes,0,
synth,yosys.area.top_type,edfxtp_1,
sta,max_freq,203.9,MHz
critical_path,critPathLaunch,reg_addr_r[0],
critical_path,critPathKind,register to output port,
global_route,antenna_found_initial,0,
finish,syn2layout_area_growth,6.942,%
finish,final_cells,910,
critical_path,startpoint_type,register,
clocking,cts_buffers,17,
synth,yosys_cells,642,
synth,ys.flops,190,
critical_path,required,6.32,ns
critical_path,r2r_cells,3,
synth,syn_area,8723,um2
placed_design,dpl-instance-area,8796,um2
die,fp_util,51.87,%
sta,fin_skew,0.007568,ns
synth,synthTopCellsByArea,"edfxtp_1, buf_4, mux2i_1",
route,viasPerCell,5.049,
flow_run,cap_violations,0,
finish,postLayoutCoreUtil,55.47,%
sta,final-setup-viol-count,0,
global_route,grt_pass1_wl,22870,um
clocking,clock_path_buffers,2,
clocking,cts-hold-fix-buffers,0,
critical_path,r2r_end,register_file[15][2],
synth,synth-area-yosys,8723,um2
route,drt_iter0_drc,292,
sta,finalCriticalPeriod,4.904,ns
sta,finalClockPeriodUsage,62.08,%
placed_design,gp_congestion,0.8409,
sta,worst-slew-pin-transition,0.7471,ns
critical_path,worst_setup_path_end_kind,output port,
sta,whs,0.4651,ns
clocking,clk_pin_slew,0.06,ns
die,num_io_pins,161,
placed_design,dpl.cell_count,878,
sta,final_hold_viol_count,0,
sta,slew_violations,0,
sta,max_slew_margin,50.19,%
finish,drive_above_1_share,6.232,%
clocking,worstSkewPairLatency,0.43,ns
flow_run,warnings,31,
sta,rsz0062_at_grt,no,
die,die_y,134.1,um
min_path,hold_path_end,btb_addr_r[0],
synth,yosysWarnings,1,
route,wire_per_inst,16.46,um
finish,fill_cells,1379,
placed_design,hpwlAfterDp,9493,um
route,wl,14980,um
clocking,cts_resized,0,
placed_design,port_buffers,36,
global_route,grt.overflow.total,0,
pwr,peakVddDrop,0.0001535,V
clocking,cts_htree_levels,4,
## flip-flops by register name, indices dropped and copies added (netlist names)
name	flops
reg_addr_r	5
mem_addr_r	5
mem_init	4
btb_addr_r	8
bht_addr_r	8
register_file	160
## how the worst max path moves through the flow
stage	slack, ns	depth (start not counted)	to
CTS	2.99	6	reg_init[4]
global route	2.81	6	reg_init[1]
finish	3.00	6	reg_init[0]
## cell type report
class	instances	area, um2	share of cell area (%)
multi-input cells	418	2630	28.19
clock inverters	11	92.59	0.9925
flip-flops and latches	190	5451	58.44
repair buffers	43	412.9	4.426
well taps	220	275.3	2.951
inverters	7	26.28	0.2817
clock buffers	21	440.4	4.721
## power by group
part | leakage [nW] | switching [mW] | total [mW] | internal [mW]
sequential | 1.73 | 0.0194 | 1.12 | 1.10
combinational | 1.39 | 0.0639 | 0.124 | 0.0599
clock | 0.242 | 0.343 | 0.774 | 0.431
total | 3.36 | 0.426 | 2.02 | 1.59
## layout by cell type (no fill, tap or decap), types with 4 or more instances in the layout
cell type and n:
edfxtp_1 164, conb_1 124, mux2i_1 80, nor2_1 60, o22ai_1 39, clkdlybuf4s50_1 36
dfxtp_1 23, clkbuf_16 17, nand3_1 15, ha_1 11, nor4_1 10, xor2_1 10
inv_1 7, nand2_1 7, xnor2_1 7, buf_4 7, nand2b_1 6, and3_1 6
clkinvlp_4 5, nand4b_1 4, clkbuf_1 4
## worst max-delay path, cell delays in order (launching register included)
cell             delay (ns)
dfxtp_4                0.83
buf_4                  0.55
mux2i_1                0.32
o22ai_1                0.14
nor4_1                 0.42
nand2_1                0.17
clkdlybuf4s50_1        0.44
## metrics by stage
stage | setup WS (ns) | total power, mW
floorplan | 4.422 | 1.257
global placement | 3.473 | 1.269
detailed placement | 3.447 | 1.270
CTS | 2.987 | 2.032
global route | 2.807 | 2.090
finish | 2.996 | 2.020
## kinds of logic after synthesis
logic type / synth area share [%]
muxes: 9.180
other: 0.04299
buffers and inverters: 12.72
adders and majority gates: 1.578
DFF: 62.42
AOI/OAI and AO/OA: 4.116
xor gates and xnor gates: 1.707
and+or+nand+nor: 8.233
## layer usage
layer,global-route usage [%],routed length [um],vias to the layer above
li1,-,-,2184
met1,29.41,6235,2222
met2,27.12,7339,169
met3,5.440,1086,20
met4,2.996,314,0
met5,0,0,-
## synthesized netlist by cell type (all sizes together)
cell,count
o21bai,2
nor2b,3
or2,1
nand3b,3
clkbuf,5
or3b,2
o21ai,2
nand2,7
or4,1
or4b,4
nand2b,6
o21ba,1
o22ai,40
a21oi,1
a311oi,1
xnor2,7
inv,7
xor2,10
nand4,1
ha,11
buf,145
edfxtp,164
a21boi,1
or3,1
o32ai,1
a211oi,2
nor4bb,1
a31oi,1
mux2i,80
a31o,1
nand4b,4
or4bb,3
o31ai,1
nor4,10
nor2,60
conb,1
dfxtp,26
and3,6
nand4bb,3
nor3,1
nand3,15
Power figures rest on the tool's default switching activity, not on a simulated workload.
